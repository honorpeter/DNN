`/design/flow/design.v`:
```
`timescale 1ns/1ps
module PE_buffer 
#(   
    parameter   DATA_WIDTH          = 64,
    parameter   ADDR_WIDTH          = 8,
    parameter   RAM_DEPTH           = (1 << ADDR_WIDTH),
    parameter   TYPE                = "LUT"
)(   
    input  wire                         CLK,
    input  wire                         RESET,
    input  wire                         PUSH,
    input  wire                         POP,
    input  wire                         SAVE_RD_ADDR,
    input  wire                         RESTORE_RD_ADDR,
    input  wire [ DATA_WIDTH -1 : 0 ]   DATA_IN,
    output reg  [ DATA_WIDTH -1 : 0 ]   DATA_OUT,
    output reg                          EMPTY,
    output reg                          FULL,
    output reg  [ ADDR_WIDTH    : 0 ]   FIFO_COUNT
);    
    reg     [ADDR_WIDTH-1:0]        wr_pointer;              
    reg     [ADDR_WIDTH-1:0]        rd_pointer;              
    reg     [ADDR_WIDTH-1:0]        rd_pointer_checkpoint;   
    reg     [ADDR_WIDTH  :0]        fifo_count_checkpoint;   
	(* ram_style = TYPE *)
    reg     [DATA_WIDTH-1:0]        mem[0:RAM_DEPTH-1];      
    always @ (FIFO_COUNT)
    begin : FIFO_STATUS
    	EMPTY   = (FIFO_COUNT == 0);
    	FULL    = (FIFO_COUNT == RAM_DEPTH);
    end
    always @ (posedge CLK)
    begin : FIFO_COUNTER
    	if (RESET)
    		FIFO_COUNT <= 0;
        else if (RESTORE_RD_ADDR)
            FIFO_COUNT <= fifo_count_checkpoint;
    	else if (PUSH && !POP && !FULL)
    		FIFO_COUNT <= FIFO_COUNT + 1;
    	else if (POP && !PUSH && !EMPTY)
    		FIFO_COUNT <= FIFO_COUNT - 1;
    end
    always @ (posedge CLK)
    begin : WRITE_PTR
    	if (RESET) begin
       		wr_pointer <= 0;
    	end 
        else if (PUSH) begin
    		wr_pointer <= wr_pointer + 1;
    	end
    end
    always @ (posedge CLK)
    begin : FIFO_COUNT_CHECKPOINT
        if (RESET) begin
            fifo_count_checkpoint <= 0;
        end else if (SAVE_RD_ADDR && !PUSH) begin
            fifo_count_checkpoint <= FIFO_COUNT;
        end else if (SAVE_RD_ADDR && PUSH) begin
            fifo_count_checkpoint <= FIFO_COUNT+1;
        end else if (PUSH) begin
            fifo_count_checkpoint <= fifo_count_checkpoint+1;
        end
    end
    always @ (posedge CLK)
    begin : SAVE_CHECKPOINT
        if (RESET) begin
            rd_pointer_checkpoint <= 0;
        end else if (SAVE_RD_ADDR) begin
            rd_pointer_checkpoint <= rd_pointer;
        end
    end
    always @ (posedge CLK)
    begin : READ_PTR
    	if (RESET) begin
    		rd_pointer <= 0;
    	end
        else if (POP && !RESTORE_RD_ADDR && !EMPTY) begin
    		rd_pointer <= rd_pointer + 1;
    	end
        else if (RESTORE_RD_ADDR) begin
            rd_pointer <= rd_pointer_checkpoint;
        end
    end
    always @ (posedge CLK)
    begin : WRITE
        if (PUSH && !FULL) begin
    		mem[wr_pointer] <= DATA_IN;
        end
    end
    always @ (posedge CLK)
    begin : READ
        if (RESET) begin
	    	DATA_OUT <= 0;
        end
        if (POP && !EMPTY) begin
    		DATA_OUT <= mem[rd_pointer];
        end
        else begin
    		DATA_OUT <= DATA_OUT;
        end
    end
endmodule
```
`/design/flow/run.sh`:
```
#!/bin/bash
# OpenROAD 26Q1-2900-gdf79404cd8, Yosys 0.63+post, stock flow scripts
make -C /OpenROAD-flow-scripts/flow DESIGN_CONFIG=/design/flow/config.mk WORK_HOME=/design/flow/orfs finish
```
`/design/flow/config.mk`:
```
export PLATFORM = sky130hd
export DESIGN_NAME = PE_buffer
export DESIGN_NICKNAME = PE_buffer
export VERILOG_FILES = /design/flow/design.v
export SDC_FILE = /design/flow/constraint.sdc
export NUM_CORES = 4
export LEC_CHECK = 1
export CORE_UTILIZATION = 40
export SYNTH_MEMORY_MAX_BITS = 65536
```
`/design/flow/constraint.sdc`:
```
current_design PE_buffer

set clk_period 7792.3
set clk_io_pct 0.2

create_clock -name clk0 -period $clk_period [get_ports {CLK}]

set non_clock_inputs [all_inputs -no_clocks]
set_input_delay [expr $clk_period * $clk_io_pct] -clock clk0 $non_clock_inputs
set_output_delay [expr $clk_period * $clk_io_pct] -clock clk0 [all_outputs]
```
==> deck_impl_summary.md <==
Run Summary

GRT
  • GRT overflow: 0
  • Global-route wire length before repair: 2950 mm
  • Vias in the first global route: 347000
  • Total track usage: between 30 and 40%
  • Pin count of the biggest net entering global routing: about 100
  • Initial antenna violation count: ~240

Layout
  • Layout cells sized above 1: 26.6%
  • Area growth syn-to-layout: 14.7%

Final timing
  • Slew Limit Fails: 0
  • RSZ-0062 raised after global routing: no
  • Worst slew pin tran: approximately 1.4 ns
  • Setup ws final: between 6000 and 7000 ns
  • Final setup vio count: 0
  • Period minus WS final: around 1600 ns
  • Slew Limit Headroom: around 5.1%
  • Setup TNS: 0 ns
  • Final period utilization: 20.0%
  • Peak Freq: around 0.00064 GHz
  • Skew final: around 0.15 ns
  • Fin. Hold Viols: 0

Detailed routing
  • 1st-pass router iterations: 6
  • WL final: approximately 2200 mm
  • Via-to-Cell Ratio: approximately 6.0
  • Drt wl/cell: just over 40 um
  • Remaining DRCs: 0
  • Iter 0 DRT Violations: approximately 25000
  • ANT nets after route: 0
  • DR vias: between 300k and 400k

Logic synthesis
  • Async S/R FF share, synth: 0%
  • Area contributors post-synth: edfxtp_1 78%, mux4_2 12%, mux2i_1 2.9%
  • Synth Seq Share: between 70% and 80%
  • Post-synth EDFFs: about 16000
  • Registers, synthesis: between 15000 and 20000
  • Synth top area share: 78.5%
  • Syn Inst Count: roughly 28000
  • Post-synthesis area per instance: roughly 22 um^2
  • Synth top cells by count: 16400 x edfxtp_1, 3379 x mux4_2, 1802 x mux2i_1, 715 x a21oi_1, 630 x clkbuf_1
  • Cell taking the most area after synthesis: edfxtp_1
  • Chip Area, Yosys: around 0.63 mm^2
  • Commonest register cell after synthesis: edfxtp_1
  • # Cells Yosys: around 28000
  • Mapped cell area: roughly 0.63 mm^2
  • Synth unique cells: 84
  • Most common cell in the netlist: edfxtp_1
  • Ys Warns: 1

Status
  • Outcome: completed

CTS
  • CTS clock-pin slew for the worst setup and hold paths: roughly 0.060 ns
  • CTS tree: yes
  • CTS max path bufs: 6
  • Post-CTS setup buffers: 0
  • Clk root buf: clkbuf_16
  • # clock sinks: 16500
  • # H-tree levels: 7
  • CTS buffer count: about 1700
  • Hold buffer count at cts: 0
  • PostCTS Resize Cnt: 0
  • Clk Latency, worst-skew pair: around 1.4 ns

Power
  • Lkg Pwr: 218 nW
  • Sequential share of power: 52.7%
  • Sw Pwr: 0.0403 mW
  • VDD IR-drop max: a little over 0.0002 mV
  • Power Dens Cells: roughly 0.26 mW/mm^2
  • Comb pwr share: under 10%
  • Clock share of power: between 40% and 50%
  • Pint: ~0.15 mW
  • Sw Share: between 20% and 30%

Placement
  • DP Worst Slack: between 6000 and 7000 ns
  • DP Wirelength: between 1000 and 1500 mm
  • Routability cong.: 0.981
  • I/O Buffers: 144

Flow run
  • Tool warnings: 36
  • Number of max-cap violations: 0

Setup path
  • Critical Path Max Stage Delay: roughly 0.63 ns
  • WP data arrival: roughly 1600 ns
  • Critical Path Sink Type: register
  • Crit start category: input pin
  • CP cell instances: clkdlybuf4s50_1, buf_4, o41a_1, buf_4, and2_1, nand2_4, buf_4, buf_4, nor2_4, buf_4, buf_4
  • Critical path class: in -> reg
  • CP Max Fanout: 31
  • Worst path most repeated cell: buf_4
  • Req. time, crit path: 7793.22 ns
  • Slowest CP cell: nor2_4

Die
  • IO Count: between 100 and 150
  • Die x size: between 1 and 1.5 mm
  • Core Footprint: 1.57 mm^2
  • Rows: around 460
  • Fp util: 40.1%
  • Die Y: 1.26 mm
  • Die area: around 1.6 mm^2

Worst hold path
  • Worst Hold Class: reg -> reg
cell usage in the layout (no fill, tap or decap), types with 140 or more instances in the layout:
cell type / n
edfxtp_1: 16400
mux4_2: 3379
buf_4: 1998
mux2i_1: 1802
clkbuf_16: 1736
a21oi_1: 706
nand2_1: 518
diode_2: 510
a22oi_1: 456
clkinv_1: 425
o221ai_1: 380
a221oi_1: 332
clkbuf_1: 332
clkinv_2: 294
o21ai_0: 275
nor2_4: 265
o22ai_1: 196
a211oi_1: 177
nand3_1: 140
registers in the layout, summed over array words and instances (netlist names):
name,count
DATA_OUT,64
FIFO_COUNT,9
fifo_count_checkpoint,9
mem,16384
rd_pointer,8
rd_pointer_checkpoint,8
wr_pointer,8
path summary, 6_finish.rpt:
| kind | slack [ns] | cells after the start | startpoint | to |
|---|---|---|---|---|
| max reg2reg | 7782.69 | 16 | rd_pointer[1] | DATA_OUT[39] |
| max | 6229.96 | 11 | PUSH | mem[136][39] |
| min reg2reg | 0.47 | 2 | rd_pointer_checkpoint[4] | rd_pointer[4] |
| min | 0.47 | 2 | rd_pointer_checkpoint[4] | rd_pointer[4] |
logic make-up after synthesis:
| logic type | share of synthesized area, % |
|---|---|
| compound gates | 3.70 |
| xor+xnor | 0.0334 |
| fa+ha+maj | 0.0159 |
| simple gates | 0.981 |
| buf+inv | 1.54 |
| flops | 78.6 |
| mux | 15.1 |
stage by stage:
step	power (mW)	hold slack (ns)	cell area, um^2	util [%]	std cells
finish	0.186	0.469	722000	46.0	53000
CTS	0.186	0.463	720000	45.9	52500
detailed placement	0.109	0.459	668000	42.6	49500
floorplan	0.104	0.431	629000	-	28200
global route	0.190	0.486	722000	46.0	52900
global placement	0.109	0.469	668000	42.6	49500
power by group through the flow:
stage | registers [mW] | logic (mW) | clock network (mW)
after CTS | 0.0979 | 0.00936 | 0.0787
after global routing | 0.0978 | 0.00990 | 0.0820
final | 0.0979 | 0.00964 | 0.0781
critical path: cells and delay by family:
| family | cells | cell delay, ns |
|---|---|---|
| buffers and inverters | 7 | 2.91 |
| and+or+nand+nor | 3 | 1.45 |
| AOI/OAI and AO/OA | 1 | 0.21 |
area by class of cell:
cell class / count / area (um^2)
clock buffers: 2068 / 44700
flip-flops and latches: 16500 / 495000
repair buffers: 2218 / 18300
multi-input cells: 9972 / 129000
inverters: 24 / 144
clock inverters: 941 / 7870
diodes: 510 / 1280
well taps: 20800 / 26000
fillers: 126000 / 847000
layer usage:
metal / wire [um] / global-route usage [%] / share of wire, % / vias up
met2: 933000 / 39.7 / 42 / 29200
met1: 544000 / 27.2 / 25 / 159000
met4: 160000 / 16.8 / 7.3 / 445
li1: - / - / - / 126000
met3: 539000 / 33.0 / 25 / 4856
met5: 25100 / 13.9 / 1.1 / -
No activity file was given, so power comes from the tool's default toggle rates.
